`design.v`:
```
`timescale 1ns / 1ps
module BCD_Control(
input[3:0] first_digit,
input[3:0] second_digit,
input[3:0] third_digit,
input[3:0] fourth_digit,
input[1:0] refreshcounter,
output reg [3:0] ONE_DIGIT = 0
    );
    always@(refreshcounter)
        begin
        case(refreshcounter)
            2'd0:
                ONE_DIGIT = first_digit;
            2'd1:
                ONE_DIGIT = second_digit;
            2'd2:
                ONE_DIGIT = third_digit;
            2'd3:
                ONE_DIGIT = fourth_digit;
endcase
end
endmodule
`timescale 1ns / 1ps
module anode_controller(
input [1:0] refreshcounter, 
output reg[3:0] anode=0
    );
always@(refreshcounter)
 begin 
   case(refreshcounter)
  2'b00: 
    anode= 4'b1110;
  2'b01: 
    anode= 4'b1101;
  2'b10: 
     anode= 4'b1011;
  2'b11: 
     anode= 4'b0111;
    endcase
 end     
endmodule
`timescale 1ns / 1ps
module bcd_cathodes( 
input [3:0] digit,
output reg[6:0] cathode=0
);
always@(digit)
begin 
case(digit)
4'd0:
  cathode= 7'b1000000;
4'd1:
     cathode= 7'b1111001;
4'd2: 
     cathode= 7'b0100100;
4'd3:
 cathode= 7'b0110000;
4'd4:
    cathode= 7'b0011001;
4'd5:
    cathode= 7'b0010010;
4'd6: 
    cathode= 7'b0000010;
4'd7: 
     cathode= 7'b1111000;
4'd8:
    cathode= 7'b0000000;
4'd9: 
    cathode= 7'b0010000;
4'd9: 
    cathode= 7'b0010000;
4'd15:
    cathode = 7'b0111111;     
default:
cathode=7'b1000000;
endcase
end
endmodule
`timescale 1ns / 1ps
module binary_counter #(parameter n=2)(input refresh_clock, 
output reg[n-1:0] refresh_counter=0,input reset
);
always@(posedge refresh_clock,posedge reset) begin
if(reset)
refresh_counter<=0;
else
refresh_counter<= refresh_counter + 1;
end
endmodule
`timescale 1ns / 1ps
module clock_divider#(parameter n = 5000)(input clk, reset, output reg clk_out);
reg [31:0] count;  
always @ (posedge(clk), posedge(reset)) begin  
if (reset == 1'b1)
count <= 32'b0;
else if (count == n-1)
count <= 32'b0;
else
count <= count + 1;
end
always @ (posedge(clk), posedge(reset)) begin  
if (reset == 1'b1)
clk_out <= 1'b0;
else if (count == n-1)
clk_out <= ~clk_out;
else
clk_out <= clk_out;
end
endmodule
`timescale 1ns / 1ps
module main(input clk_100MHz, input [8:0]switches, input reset, input [3:0] out1,out2,out3,out4, output [6:0] digit_to_display, output [3:0] active_anode, output decimal_point);
wire dot;
wire clk;
wire [1:0] select;
wire [3:0] ONE_DIGIT;
wire [1:0] count;
clock_divider #(500000) cd1 (clk_100MHz,reset,clk);
binary_counter bc(clk,select);
anode_controller ac(select,active_anode);
BCD_Control control(out1,out2,out3,out4,select,ONE_DIGIT);
bcd_cathodes cath(ONE_DIGIT,digit_to_display);
endmodule
```
`run.sh`:
```
#!/bin/bash
# OpenROAD 26Q1-2900-gdf79404cd8, Yosys 0.63+post, stock flow scripts
make -C /OpenROAD-flow-scripts/flow DESIGN_CONFIG=/design/flow/config.mk WORK_HOME=/design/flow/orfs finish
```
`config.mk`:
```
export PLATFORM = sky130hd
export DESIGN_NAME = main
export DESIGN_NICKNAME = main
export VERILOG_FILES = /design/flow/design.v
export SDC_FILE = /design/flow/constraint.sdc
export NUM_CORES = 4
export LEC_CHECK = 1
export CORE_AREA = 10 10 70 70
export DIE_AREA = 0 0 80 80
```
`constraint.sdc`:
```
current_design main

set clk_period 1.0
set clk_io_pct 0.2

create_clock -name clk0 -period $clk_period [get_ports {clk_100MHz}]

set non_clock_inputs [all_inputs -no_clocks]
set_input_delay [expr $clk_period * $clk_io_pct] -clock clk0 $non_clock_inputs
set_output_delay [expr $clk_period * $clk_io_pct] -clock clk0 [all_outputs]
```
==> results.py <==
# Synthesis and PnR figures
metrics = {
    "clocking": {
        "number_of_hold_buffers_added_after_cts": 0,
    },
    "logic_synthesis": {
        "synth_area_sq_um": 264,
        "synth.area.mux_share": 0.123,
        "count_of_distinct_cell_types_in_the_synthesized_netlist": 16,
        "synth_sequential_area_ratio": 0,
        "ys.warnings.count": 7,
        "yosys.stat.chipArea_sq_um": 264,
        "simple_gate_share": 0.118,
        "netlist_instances": 35,
        "ys_sh_adder": 0.284,
        "yosys-dominant-comb-family": "adder cells",
        "synth_stat.cells": 35,
        "syn_avg_cell_area_sq_um": 7.54,
        "compound_area_frac": 0.185,
        "post_synth_xor_area_fraction": 0,
    },
    "global_routing": {
        "grt_pass1_wl_um": 1280,
        "global_route.overflow_total": 0,
        "number_of_global_route_vias_before_repair": 274,
        "grt_start_max_net_pins": 10,
        "grt_antenna_before_repair": 0,
        "grt_usage": 0.0240,
    },
    "sta": {
        "setup-violations-final": 7,
        "timing.final.hold_violations": 0,
        "post-route-min-period_ns": 1.29,
        "final_min_period_over_clock_period": 1.29,
        "finalMaxSlewViolations": 0,
        "post_route_setup_slack_ns": -0.286,
        "grt_setup_unrepaired": "true",
        "max_freq_mhz": 777,
    },
    "route": {
        "remaining_routing_drc_violations": 0,
        "routed-via-count": 293,
        "antenna_cell_count": 0,
        "route.detailed.vias_per_inst": 2.93,
        "initialDrtViolationCount": 3,
        "route.antenna.remaining_nets": 0,
        "postRouteWirelength_um": 857,
        "drt_first_pass_iters": 2,
        "routed_wl_per_cell_um": 8.57,
    },
    "floorplan": {
        "chip_area_sq_um": 6400,
        "fp_util": 0.0773,
        "num_io_pins": 39,
        "floorplan.rows": 21,
        "floorplan.die.height_um": 80,
        "floorplan_core_area_sq_um": 3420,
        "chipWidth_um": 80,
    },
    "worst_setup_path": {
        "critPathArrivalTime_ns": 1.09,
        "critPathLaunchType": "input port",
        "worst-endpoint-required_ns": 0.80,
        "maximum_fanout_along_the_worst_path": 4,
        "criticalPathCategory": "in -> out",
        "critical_path.endpoint_type": "primary output",
    },
    "placement": {
        "dpl_cell_area_sq_um": 472,
        "port_buffers": 11,
        "globalplace.congestion": 0.661,
        "dpl.cell_count": 96,
        "post-dp-hpwl_um": 695,
    },
    "layout": {
        "area_growth_syn_to_layout_pct": 140,
        "flop-count": 0,
        "logic_area_sq_um": 320,
        "filler_cell_count": 377,
        "stdcell_count": 100,
        "regArea_sq_um": 0,
        "finish.instance_area_sq_um": 633,
        "clockBufferCount": 0,
        "post_route_cells_drive_above_1_share": 0.778,
    },
    "status": {
        "violations": "setup timing",
        "status": "finished, violations left",
    },
    "pwr": {
        "peakVddDrop_uv": 144,
        "leakage_power_nw": 0.264,
        "p_per_area_nw_per_um2": 358,
        "total_power_of_the_final_layout_w": 0.000227,
    },
    "worst_hold_path": {
        "holdCritPathClass": "in -> out",
        "hold_path_depth": 4,
    },
    "flow_run": {
        "count_of_tool_warnings": 57,
        "cap_violations": 0,
    },
}
Yosys cell counts:
cell type | instances | share of area
sky130_fd_sc_hd__conb_1 | 2 | 0.028
sky130_fd_sc_hd__mux4_2 | 1 | 0.085
sky130_fd_sc_hd__a31o_2 | 1 | 0.033
sky130_fd_sc_hd__nand3_1 | 1 | 0.019
sky130_fd_sc_hd__buf_4 | 5 | 0.14
sky130_fd_sc_hd__o31ai_1 | 2 | 0.057
sky130_fd_sc_hd__or2_2 | 1 | 0.024
sky130_fd_sc_hd__mux2i_1 | 1 | 0.038
sky130_fd_sc_hd__buf_2 | 1 | 0.019
sky130_fd_sc_hd__nand2_1 | 2 | 0.028
sky130_fd_sc_hd__nor2b_1 | 2 | 0.047
sky130_fd_sc_hd__a21oi_1 | 3 | 0.057
sky130_fd_sc_hd__buf_6 | 1 | 0.043
sky130_fd_sc_hd__inv_1 | 4 | 0.057
sky130_fd_sc_hd__o21ai_0 | 2 | 0.038
sky130_fd_sc_hd__ha_1 | 6 | 0.28
cell usage in the layout, fill, tap and decap left out, types with 2 or more instances in the layout:
master,Yosys,layout
sky130_fd_sc_hd__inv_2,0,2
sky130_fd_sc_hd__buf_4,5,5
sky130_fd_sc_hd__a21oi_2,0,3
sky130_fd_sc_hd__buf_2,1,7
sky130_fd_sc_hd__buf_6,1,8
sky130_fd_sc_hd__o21ai_1,0,2
sky130_fd_sc_hd__conb_1,2,5
sky130_fd_sc_hd__buf_12,0,3
sky130_fd_sc_hd__ha_4,0,5
kinds of logic (layout without fill, tap and decap cells):
family                     count (synthesis)  count (layout)
muxes                                      2               2
AOI/OAI and AO/OA                          8               8
other                                      2               5
buffers and inverters                     11              27
adders and majority gates                  6               6
and+or+nand+nor                            6               6
metrics by stage:
stage / setup WS (ns) / utilization / setup TNS [ns] / hold slack [ns]
finish: -0.286 / 0.185 / -1.40 / 0.772
global route: -0.319 / 0.185 / -1.68 / 0.802
CTS: -0.312 / 0.176 / -1.15 / 0.779
detailed placement: -1.17 / 0.138 / -7.71 / 1.54
global placement: -1.16 / 0.138 / -7.65 / 1.52
floorplan: 0.000268 / - / 0 / 0.554
area by class of cell:
class | instances | area share
tap | 46 | 0.0909
timing repair buffer | 23 | 0.352
inverter | 4 | 0.0514
multi-input combinational | 27 | 0.506
worst max-delay path, stage by stage:
cell                       delay (ns)
sky130_fd_sc_hd__buf_12          0.12
sky130_fd_sc_hd__clkinv_8        0.05
sky130_fd_sc_hd__ha_4            0.11
sky130_fd_sc_hd__inv_2           0.03
sky130_fd_sc_hd__mux4_2          0.45
sky130_fd_sc_hd__buf_2           0.13
repair_timing:
action / in CTS / in global routing
pin swaps: 8 / 4
buffers inserted: 3 / 2
resized: 74 / 5
gates cloned: 0 / 0
endpoints found under the setup margin: 7 / 7
path summary, 6_finish.rpt:
check | endpoint | startpoint
worst max-delay path | digit_to_display[4] | out1[0]
worst min-delay path | digit_to_display[5] | out1[3]
where the power goes:
| part | internal (W) | switching, W |
|---|---|---|
| combinational | 0.000138 | 0.0000893 |
| clock | 0 | 0 |
| sequential | 0 | 0 |
per-layer routing:
layer  track usage  wire, um  vias up
li1              -         -      145
met3             0         5        0
met5             0         0        -
met2        0.0530       536        6
met1        0.0251       315      142
met4             0         0        0
Power figures rest on the tool's default switching activity, not on a simulated workload.
